### flow/run.sh
#!/bin/bash
# OpenROAD 26Q1-2900-gdf79404cd8, Yosys 0.63+post, stock flow scripts
make -C /OpenROAD-flow-scripts/flow DESIGN_CONFIG=/design/flow/config.mk WORK_HOME=/design/flow/orfs finish
### flow/config.mk
export PLATFORM = sky130hd
export DESIGN_NAME = traffic
export DESIGN_NICKNAME = traffic
export VERILOG_FILES = /design/flow/design.v
export SDC_FILE = /design/flow/constraint.sdc
export NUM_CORES = 4
export LEC_CHECK = 1
export CORE_AREA = 10 10 85 85
export DIE_AREA = 0 0 95 95
### flow/design.v
module traffic (
	clk,
	button,
	sensor,
	red,
	amber,
	green
);
input clk, button, sensor;
output red, amber, green;
wire clk, button, sensor;
reg red, amber, green;
reg [2:0] mode;
reg [4:0] count;
	initial begin
		red = 0;
		amber = 0;
		green = 1;
		mode = 0;
		count = 0;
	end
	always @ (posedge clk)
		if (mode == 0) begin
			if (button) begin
				amber <= 1;
				green <= 0;
				mode <= 1;
			end
			else begin
				green <= 1;
			end
		end
		else if (mode == 1) begin
			red <= 1;
			amber <= 0;
			mode <= 2;
		end
		else if (mode == 2) begin
			if (count < 4) begin
				count <= count + 1;
			end
			else begin
				count <= 0;
				amber <= 1;
				red <= 0;
				mode <= 3;
			end
		end
		else if (mode == 3) begin
			if (count < 8) begin
				amber = ~amber;
				count <= count + 1;
			end
			else begin
				if (sensor) begin
					amber = ~amber;
				end
				else begin
					count <= 0;
					green <= 1;
					amber <= 0;
					mode <= 4;
				end
			end
		end
		else if (mode == 4) begin
			if (count < 16) begin
				green <= 1;
				count <= count + 1;
			end
			else begin
				mode <= 0;
				count <= 0;
			end
		end
endmodule
### flow/constraint.sdc
current_design traffic

set clk_period 2.7
set clk_io_pct 0.2

create_clock -name clk0 -period $clk_period [get_ports {clk}]

set non_clock_inputs [all_inputs -no_clocks]
set_input_delay [expr $clk_period * $clk_io_pct] -clock clk0 $non_clock_inputs
set_output_delay [expr $clk_period * $clk_io_pct] -clock clk0 [all_outputs]
==> metrics.yaml <==
pwr:
  power-per-cell-area_nw_per_um2: 1250
  vdd_drop_max_uv: 336
  power.total_uw: 1010
  leakagePower_uw: 0.000270
drt:
  drc_errors: 0
  drt_pass1_iterations: 4
  antenna_cells: 0
  drtIter0Drc: 39
  antenna_left: 0
  wl_per_cell_um: 8.55
  vias: 478
  wirelength_mm: 1.20
  via_per_inst: 3.41
synth:
  synthDominantCellAreaShare_pct: 51.2
  top_cell: "edfxtp_1"
  edf_count: 11
  flop_cell: "edfxtp_1"
  synth_area_per_cell_um2: 10.4
  yosys-stat-area_um2: 646
  ys_top_cells_by_area: "edfxtp_1 51%, a21oi_1 4.7%, ha_1 3.9%"
  synth_flops: 11
  ys_cells: 62
  async_flop_share_pct: 0
  ys_seq_share_pct: 51.2
  ys_warn_count: 1
  synth_cell_type_count: 27
  netlist_top_cells_count: "11 x edfxtp_1, 6 x a21oi_1, 5 x nor2_1"
  yosysTopAreaCell: "edfxtp_1"
  synthCells: 62
  syn-cell-area_um2: 646
timing:
  finalMaxSlewViolations: 0
  finalSetupTns_ns: 0
  skew_ns: 0.00423
  fin_crit_ns: 1.76
  whs_ns: 0.597
  period_used_pct: 65.2
  hold_viol_final: 0
  fmax_mhz: 568
  setup_viol: 0
  rsz0062_at_grt: "no"
  slew_headroom_pct: 76.3
  tightestPinTransition_ns: 0.347
clock_network:
  cts_setup_buffers: 0
  clk_pin_slew_worst_paths_ns: 0.05
  clockBufferDepth: 2
  cts_max_level: 1
  cts_tree: "done"
  cts_made_buffers: 3
  clkSinkCount: 11
  cts-root-buf: "clkbuf_8"
  hold_buffers: 0
  post_cts_resized: 0
  clkLatencyLatePin_ns: 0.24
worst_setup_path:
  cp.arrival_ns: 1.67
  criticalPathCategory: "primary input to flop"
  cp.required_ns: 2.61
  reg2regPathDepth: 3
  critPathLaunchType: "primary input"
  crit_start: "sensor"
  critPathMaxFanout: 3
  timing.rr.start: "mode[0]$_SDFFCE_PN1P_"
  rrSetupSlack_ns: 1.07
  worst_r2r_endpoint: "mode[0]$_SDFFCE_PN1P_"
  endpoint_kind: "flop"
floorplanning:
  fp-row-count: 27
  io_pins: 6
  die-area_um2: 9030
  die_h_um: 95
  die_x_um: 95
  core_area_um2: 5470
  fp_util_pct: 11.8
finish:
  syn_to_final_growth_pct: 25.4
  design_area_um2: 810
  drive_gt1_share_pct: 10.3
  fin_cells: 140
placement:
  hpwl_um: 902
  placed_cell_area_um2: 764
  numPlacedInstances: 136
  place_congestion: 0.828
  port-buffer-count: 5
global_route:
  gr-total-overflow: 0
  grt_max_degree: 14
  grt_pass1_vias: 455
  gr-usage-all-layers_pct: 2.92
  antenna_found_initial: 0
  grt_pass1_wl_mm: 2.10
run:
  warnings: 25
  drv_cap: 0
worst_hold_path:
  hold_path.class: "flop to flop"
  hold_start: "count[0]$_DFFE_PP_"
  hold-path-cell-count: 1
  min_to: "count[0]$_DFFE_PP_"
run_status:
  status: "finished clean"
==> state kept, by name, indices dropped and copies added, names as in the netlist <==
name and count:
count 5, green 1, amber 1, mode 3, red 1
==> area by class of cell <==
class,instances,area [µm²]
sequential,11,330
inverter,5,21.3
multi-input combinational,43,273
timing repair buffer,5,50.0
fill,616,4660
clock buffer,4,45.0
tap,72,90.1
==> cells in the final DEF (no fill, tap or decap), drive strengths merged <==
master / count
a22o: 1
o21bai: 2
or2: 2
and3: 1
ha: 2
nand3b: 1
nor3: 2
nand2: 4
inv: 5
clkbuf: 4
clkdlybuf4s50: 5
o21ai: 1
o31ai: 1
a21oi: 6
nor3b: 2
a2111oi: 1
o211ai: 1
a31oi: 1
xnor2: 2
o22ai: 1
or4: 1
nand3: 2
nand2b: 4
edfxtp: 11
nor2: 5
==> per-layer routing <==
metal	GRT usage, %	up-vias	part of all wire (%)
met5	0	-	0
li1	-	240	-
met3	1.76	2	14
met1	4.26	218	49
met4	0.499	0	0.67
met2	3.60	18	35
==> metrics by stage <==
stage	worst slack [ns]	utilization (%)
6_report	0.940	14.8
5_1_grt	0.934	14.8
4_1_cts	0.942	14.8
3_5_place_dp	0.695	14.0
3_3_place_gp	0.709	14.0
2_1_floorplan	1.20	-
==> worst max-delay path, stage by stage <==
cell and delay [ns]:
clkdlybuf4s50_1 0.45, or4_4 0.51, o211ai_1 0.17
==> worst max-delay path by stage <==
stage	depth (start not counted)	endpoint	slack [ns]
after CTS	3	mode[1]$_SDFFCE_PN0P_	0.94
final	3	mode[0]$_SDFFCE_PN1P_	0.94
after global routing	3	mode[0]$_SDFFCE_PN1P_	0.93
==> kinds of logic (layout without fill, tap and decap cells) <==
group / after synthesis / count (layout) / share of synthesized area [%]
AND-OR/OR-AND: 15 / 15 / 15.3
buffers and inverters: 8 / 14 / 6.59
flip-flops: 11 / 11 / 51.2
XOR/XNOR: 2 / 2 / 2.71
adder cells (fa/ha/maj): 2 / 2 / 3.88
AND/OR/NAND/NOR: 24 / 24 / 20.3
==> report_power, final <==
part           switching [µW]  internal (µW)
clock network            58.2            103
logic                     200            188
registers                 121            338
total                     379            630
Power is estimated from default activity; no workload was simulated.
